### design/flow/design.v
`timescale 1ns / 1ps
module Top(a,b,c,d,clk,master_enable,reset,s,mux_out);
input a,b,c,d,clk,reset,master_enable;
input [1:0]s;
output [3:0]mux_out;
reg master_enable_out;
wire [3:0]mux_A,mux_B,mux_C,mux_D,master_enable_count;
wire clr;
wire edge_detector_enable_A,
     edge_detector_enable_B,
     edge_detector_enable_C,
     edge_detector_enable_D;
wire reg_enable_A_counter,
     reg_enable_B_counter,
     reg_enable_C_counter,
     reg_enable_D_counter;
assign edge_detector_enable_A = a&master_enable_out;
assign edge_detector_enable_B = b&master_enable_out;
assign edge_detector_enable_C = c&master_enable_out;
assign edge_detector_enable_D = d&master_enable_out;
assign clr = (edge_detector_enable_A | edge_detector_enable_B | edge_detector_enable_C | edge_detector_enable_D);
always @(posedge clk, posedge reset)
    begin
        if(reset)
             master_enable_out <=0;
        else if(clr)
             master_enable_out <=0;
        else
            master_enable_out <= (master_enable | master_enable_out);           
    end    
edge_detector A(.in(edge_detector_enable_A),.clk(clk),.reset(reset),.reg_enable(reg_enable_A_counter));  
edge_detector B(.in(edge_detector_enable_B),.clk(clk),.reset(reset),.reg_enable(reg_enable_B_counter));  
edge_detector C(.in(edge_detector_enable_C),.clk(clk),.reset(reset),.reg_enable(reg_enable_C_counter));  
edge_detector D(.in(edge_detector_enable_D),.clk(clk),.reset(reset),.reg_enable(reg_enable_D_counter));  
counter counter_A(.enable(reg_enable_A_counter),.clk(clk),.reset(reset),.q(mux_A));
counter counter_B(.enable(reg_enable_B_counter),.clk(clk),.reset(reset),.q(mux_B));
counter counter_C(.enable(reg_enable_C_counter),.clk(clk),.reset(reset),.q(mux_C));
counter counter_D(.enable(reg_enable_D_counter),.clk(clk),.reset(reset),.q(mux_D));
counter counter_master(.enable(master_enable_out),.clk(clk),.reset(reset),.q(master_enable_count));
mux mux_output(.A(mux_A),.B(mux_B),.C(mux_C),.D(mux_D),.S(s),.Y(mux_out));
endmodule
`timescale 1ns / 1ps
module counter(enable,clk,reset,q);
input clk,reset,enable;
output reg [3:0]q;
always @(posedge clk,posedge reset)
 begin
    if(reset)
        q<=0;
    else if(enable)
        q<=q+1;
    else
        q<=q;
 end
endmodule
`timescale 1ns / 1ps
module edge_detector(in,clk,reset,reg_enable);
input in,clk,reset;
output reg reg_enable;
reg temp;
always @(posedge clk,posedge reset)
 begin
    if(reset)
      begin
        reg_enable<=0;
        temp<=0;
      end
    else
       begin
        temp<=in;
        reg_enable <=( ~temp & in); 
       end
 end
endmodule
`timescale 1ns / 1ps
module mux(A,B,C,D,S,Y);
input [3:0]A,B,C,D;
input [1:0]S;
output reg [3:0]Y;
always @(*)
 begin
    case(S)
    2'b00 : Y=A;
    2'b01 : Y=B;
    2'b10 : Y=C;
    2'b11 : Y=D;
    default : Y='bx; 
    endcase
 end
endmodule
### design/flow/constraint.sdc
current_design Top

set clk_period 2.1
set clk_io_pct 0.2

create_clock -name clk0 -period $clk_period [get_ports {clk}]

set non_clock_inputs [all_inputs -no_clocks]
set_input_delay [expr $clk_period * $clk_io_pct] -clock clk0 $non_clock_inputs
set_output_delay [expr $clk_period * $clk_io_pct] -clock clk0 [all_outputs]
### design/flow/config.mk
export PLATFORM = sky130hd
export DESIGN_NAME = Top
export DESIGN_NICKNAME = Top
export VERILOG_FILES = /design/flow/design.v
export SDC_FILE = /design/flow/constraint.sdc
export NUM_CORES = 4
export LEC_CHECK = 1
export CORE_AREA = 10 10 114 114
export DIE_AREA = 0 0 124 124
### design/flow/run.sh
#!/bin/bash
# OpenROAD 26Q1-2900-gdf79404cd8, Yosys 0.63+post, stock flow scripts
make -C /OpenROAD-flow-scripts/flow DESIGN_CONFIG=/design/flow/config.mk WORK_HOME=/design/flow/orfs finish
==> PnR_summary.wiki <==
== Flow metrics ==
{| class="wikitable"
! Metric !! Value
|-
| Status || finished clean
|-
| Worst hold-check path type || reg2reg
|-
| Tally of non-filler cells in the final layout || ~230
|-
| Via count || ~560
|-
| Num Clock Sinks || 25
|-
| Number of remaining DRC errors || 0
|-
| Pin count of the biggest net entering global routing || 26
|-
| Number of antenna violations at the first check in global routing || 0
|-
| Hold violation total from the final report || 0
|-
| Library cells used by synthesis || 12
|-
| Fraction of post-synthesis cell area in the top cell type by area || 0.600
|-
| Ant diodes || 0
|-
| Final Routed Wirelength || 1.75 mm
|-
| Max Buffers Root-to-Sink || 2
|-
| Wire length of the first global-routing pass || about 3.0 mm
|-
| Beginning of the worst hold path || A.temp
|-
| Maximum Capacitance Violations || 0
|-
| GRT Total Usage || 0.0243
|-
| Total of flip-flops plus latches after synthesis || 25
|-
| CTS tree || done
|-
| Most numerous cell types in the synthesized netlist || sky130_fd_sc_hd__dfrtp_1 (25), sky130_fd_sc_hd__xnor2_1 (8), sky130_fd_sc_hd__mux2_2 (5)
|-
| Normalized max-slew margin || 0.787
|-
| Fraction of registers with async set/reset || 1.00
|-
| Worst reg2reg path startpoint || counter_B.q[0]
|-
| Number of top-level design ports || 13
|-
| Setup_tns || 0 ns
|-
| Achievable Freq || 493 MHz
|-
| Iteration-0 DRC Markers || 8
|-
| Layout overhead on the synthesized area || 35.4%
|-
| Layout cells sized above 1 || 0.211
|-
| Die outline area || 0.0154 mm²
|-
| Adder-cell share of the synthesized area || 0.0480
|-
| Fp_density || 0.100
|-
| Die width || 124 µm
|-
| Worst clock skew || 0.00567 ns
|-
| Tool warnings || 25
|-
| Min Tclk post-route || roughly 2.0 ns
|-
| XOR/XNOR share of the synthesized area || 0.101
|-
| Final-layout worst hold slack || 0.393 ns
|-
| Total overflow reported by the global router || 0
|-
| Count of H-tree levels built during CTS || 1
|-
| Cells in synth_stat.txt || 68
|-
| Mux share of post-synthesis cell area || 0.155
|-
| Share of the clock period used by the worst path || 0.966
|-
| Count of placed standard cells including taps || between 200 and 250
|-
| Worst path max stage delay || 0.48 ns
|-
| Routed Antenna Nets || 0
|-
| Post-synthesis simple-gate area fraction || 0.0924
|-
| Number of pins exceeding their max-slew limit in the final report || 0
|-
| # port buffers || 12
|-
| TritonCTS buffer count || 3
|-
| Yosys synthesis chip area || 0.00104 mm²
|-
| Tightest Pin Transition || 0.320 ns
|-
| Worst path top cell family by delay || multiplexers
|-
| Dominant non-sequential cell family after synthesis || multiplexers
|-
| Root buffer cell || sky130_fd_sc_hd__clkbuf_8
|-
| Sequential fraction of the synthesis area || 0.600
|-
| Number of enable flip-flop cells || 0
|-
| AND-OR/OR-AND Cells, Area Fraction || 0
|-
| Data arrival, critical path || 1.61 ns
|-
| Post-synthesis average cell area || 15.3 µm²
|-
| Router iterations before antenna repair || 2
|-
| Fill count || 1169
|-
| Post-DR vias/cell || 2.47
|-
| Cells along the critical path || mux4_1 > clkdlybuf4s50_1
|-
| Count of hold buffers inserted by post-cts repair || 0
|-
| Pwr per Cell Area || 1090 mW/mm²
|-
| Most frequently used flop master after synthesis || sky130_fd_sc_hd__dfrtp_1
|-
| Synth area leaders || sky130_fd_sc_hd__dfrtp_1 (60%), sky130_fd_sc_hd__mux4_1 (10%), sky130_fd_sc_hd__xnor2_1 (6.7%)
|-
| Std cell rows || 37
|-
| Most frequently used cell type in the post-synthesis netlist || sky130_fd_sc_hd__dfrtp_1
|-
| Height of the chip || 124 µm
|-
| Classification of the worst setup path || reg2out
|-
| Post-synthesis cell area || 0.00104 mm²
|-
| Cell with the biggest individual delay on the critical path || sky130_fd_sc_hd__mux4_1
|-
| Worst setup path start || counter_D.q[0]
|-
| Core outline area || 0.0104 mm²
|-
| Post-CTS clock slew at the launch and capture registers of the worst setup and hold paths || roughly 0.09 ns
|-
| Synth warnings || 4
|-
| CP startpoint kind || register
|-
| WL per Instance || 7.73 µm
|-
| Total of endpoints with negative setup slack in the final report || 0
|-
| Total Power || 1.53 mW
|-
| Vias in the first global route || 561
|-
| Clock latency of the later-clocked register in the worst-skew pair || 0.26 ns
|-
| Cell accounting for the most synthesized area || sky130_fd_sc_hd__dfrtp_1
|-
| GPL Wtd Cong || 0.774
|-
| Combined buffer and inverter count along the critical path || 1
|-
| Worst supply voltage drop on vdd || 0.347 mV
|-
| Worst setup EP type || output pin
|-
| Gate Count Post-Synth || 68
|-
| Critical path data required time || 1.68 ns
|-
| Crit path max fanout || 4
|-
| RSZ-0062 raised after global routing || no
|-
| Leakage || between 0.5 and 0.6 nW
|}
layer usage:
metal  wire length (µm)  vias to the layer above  global-route usage
met4                  0                        0             0.00216
li1                   -                      286                   -
met5                  0                        -                   0
met1               1020                      253              0.0403
met2                546                       19              0.0258
met3                183                        0              0.0138
worst register-to-register path, cell delays in order (launching register included):
cell and delay [ns]:
sky130_fd_sc_hd__dfrtp_2 0.41, sky130_fd_sc_hd__buf_4 0.14, sky130_fd_sc_hd__ha_1 0.28, sky130_fd_sc_hd__mux2_2 0.26
layout make-up:
class,instances,area [µm²],area share
timing repair buffer,18,159,0.113
tap,136,170,0.121
inverter,1,3.75,0.00266
clock inverter,1,5.00,0.00355
sequential,25,627,0.444
clock buffer,3,41.3,0.0293
multi-input combinational,42,405,0.287
path summary, 6_finish.rpt:
path                                   to  slack, ns  cells after the start
max                            mux_out[0]       0.07                      2
min                          A.reg_enable       0.39                      1
max reg2reg                counter_B.q[1]       0.89                      3
min reg2reg                  A.reg_enable       0.39                      1
max in group asynchronous  counter_B.q[0]       1.34                      3
min in group asynchronous  counter_B.q[2]       0.50                      3
layout by cell type (no fill, tap or decap):
cell | netlist | routed
sky130_fd_sc_hd__inv_1 | 1 | 1
sky130_fd_sc_hd__buf_2 | 0 | 1
sky130_fd_sc_hd__ha_1 | 4 | 4
sky130_fd_sc_hd__nand2_1 | 4 | 4
sky130_fd_sc_hd__buf_4 | 0 | 6
sky130_fd_sc_hd__xor2_1 | 4 | 4
sky130_fd_sc_hd__clkbuf_8 | 0 | 3
sky130_fd_sc_hd__mux4_1 | 4 | 2
sky130_fd_sc_hd__nand4_1 | 4 | 4
sky130_fd_sc_hd__clkinv_2 | 0 | 1
sky130_fd_sc_hd__nor4_1 | 1 | 1
sky130_fd_sc_hd__xnor2_1 | 8 | 8
sky130_fd_sc_hd__clkdlybuf4s50_1 | 0 | 10
sky130_fd_sc_hd__mux4_2 | 0 | 2
sky130_fd_sc_hd__dfrtp_1 | 25 | 24
sky130_fd_sc_hd__dlygate4sd2_1 | 0 | 1
sky130_fd_sc_hd__nor2b_1 | 4 | 4
sky130_fd_sc_hd__mux2_2 | 5 | 5
sky130_fd_sc_hd__and2_1 | 4 | 4
sky130_fd_sc_hd__dfrtp_2 | 0 | 1
metrics by stage:
stage	utilization	setup WS, ns	area (µm²)
final	0.135	0.0709	1410
after global routing	0.135	0.00123	1410
after CTS	0.133	0.0165	1390
after detailed placement	0.129	-0.338	1350
after global placement	0.129	-0.285	1350
after floorplan	-	0.786	1040
logic make-up after synthesis:
| family | count (synthesis) |
|---|---|
| mux | 9 |
| buf+inv | 1 |
| xor+xnor | 12 |
| flops | 25 |
| fa+ha+maj | 4 |
| simple gates | 17 |
flip-flops by register name, summed over array words and instances, names as in the netlist, 4 cells and up:
register     flops
counter_A.q      4
counter_B.q      4
counter_C.q      4
counter_D.q      4
what timing repair did:
action | 4_1_cts | 5_1_grt
resized | 5 | 3
setup endpoints to repair | 4 | 3
setup buffers | 0 | 4
power by group:
part	internal, mW	total (mW)	leakage [nW]	switching [mW]
logic	0.323	0.452	0.237	0.129
clock network	0.132	0.276	0.0255	0.144
registers	0.649	0.804	0.311	0.156
total	1.10	1.53	0.573	0.429
Power and IR drop assume default switching activity.
